===== /design/flow/run.sh =====
#!/bin/bash
# OpenROAD 26Q1-2900-gdf79404cd8, Yosys 0.63+post, stock flow scripts
make -C /OpenROAD-flow-scripts/flow DESIGN_CONFIG=/design/flow/config.mk WORK_HOME=/design/flow/orfs finish

===== /design/flow/config.mk =====
export PLATFORM = sky130hd
export DESIGN_NAME = macarray
export DESIGN_NICKNAME = macarray
export VERILOG_FILES = /design/flow/design.v
export SDC_FILE = /design/flow/constraint.sdc
export NUM_CORES = 4
export LEC_CHECK = 1
export CORE_UTILIZATION = 50

===== /design/flow/constraint.sdc =====
current_design macarray

set clk_period 18.2
set clk_io_pct 0.2

create_clock -name clk0 -period $clk_period [get_ports {CLK}]

set non_clock_inputs [all_inputs -no_clocks]
set_input_delay [expr $clk_period * $clk_io_pct] -clock clk0 $non_clock_inputs
set_output_delay [expr $clk_period * $clk_io_pct] -clock clk0 [all_outputs]

===== /design/flow/design.v =====
module macarray (
    input     wire              CLK,
    input     wire              RSTN,
	input	  wire	  [11:0]	MNT,
	input	  wire				START,
    output    wire              EN_I,
    output    wire    [2:0]     ADDR_I,
    input     wire    [63:0]    RDATA_I,
	output    wire              EN_W,
    output    wire    [2:0]     ADDR_W,
    input     wire    [63:0]    RDATA_W,
    output    wire              EN_O,
    output    wire              RW_O,
    output    wire    [3:0]     ADDR_O,
    output    wire    [63:0]    WDATA_O,
    input     wire    [63:0]    RDATA_O
);
    reg [63:0] input_reg [3:0];
    reg [63:0] weight_reg [3:0];
    reg [127:0] mac_result [3:0];
    reg [3:0] state;
    reg [3:0] output_counter;
    localparam IDLE         = 4'd0,
               LOAD_INPUT    = 4'd1,
               LOAD_WEIGHT   = 4'd2,
               COMPUTE       = 4'd3,
               WRITE_OUTPUT  = 4'd4;
    wire [3:0] M = MNT[11:8];
    wire [3:0] N = MNT[7:4];
    wire [3:0] T = MNT[3:0];
    always @(posedge CLK or negedge RSTN) begin
        if (!RSTN) begin
            state <= IDLE;
            output_counter <= 4'b0;
        end else begin
            case (state)
                IDLE:
                    if (START) state <= LOAD_INPUT;
                LOAD_INPUT:
                    state <= LOAD_WEIGHT;
                LOAD_WEIGHT:
                    state <= COMPUTE;
                COMPUTE:
                    state <= WRITE_OUTPUT;
                WRITE_OUTPUT:
                    if (output_counter == (T * M) / 4) state <= IDLE;
                    else state <= LOAD_INPUT;
            endcase
        end
    end
    assign EN_I = (state == LOAD_INPUT);
    assign ADDR_I = (state == LOAD_INPUT) ? output_counter[2:0] : 3'b0;
    always @(posedge CLK) begin
        if (state == LOAD_INPUT) begin
            input_reg[0] <= RDATA_I[63:0];
            input_reg[1] <= RDATA_I[63:0];
            input_reg[2] <= RDATA_I[63:0];
            input_reg[3] <= RDATA_I[63:0];
        end
    end
    assign EN_W = (state == LOAD_WEIGHT);
    assign ADDR_W = (state == LOAD_WEIGHT) ? output_counter[2:0] : 3'b0;
    always @(posedge CLK) begin
        if (state == LOAD_WEIGHT) begin
            weight_reg[0] <= RDATA_W[63:0];
            weight_reg[1] <= RDATA_W[63:0];
            weight_reg[2] <= RDATA_W[63:0];
            weight_reg[3] <= RDATA_W[63:0];
        end
    end
    always @(posedge CLK) begin
        if (state == COMPUTE) begin
            mac_result[0] <= input_reg[0] * weight_reg[0] + mac_result[0];
            mac_result[1] <= input_reg[1] * weight_reg[1] + mac_result[1];
            mac_result[2] <= input_reg[2] * weight_reg[2] + mac_result[2];
            mac_result[3] <= input_reg[3] * weight_reg[3] + mac_result[3];
        end
    end
    assign EN_O = (state == WRITE_OUTPUT);
    assign RW_O = (state == WRITE_OUTPUT);
    assign ADDR_O = output_counter[3:0];
    assign WDATA_O = (state == WRITE_OUTPUT) ? {mac_result[3][63:0], mac_result[2][63:0], mac_result[1][63:0], mac_result[0][63:0]} : 64'b0;
    always @(posedge CLK) begin
        if (state == WRITE_OUTPUT) begin
            output_counter <= output_counter + 1;
        end
    end
endmodule

==> summary.txt <==
The synthesis and place-and-route flow finished, so here is a summary.

The flow ran to the end, and the final reports show no timing, DRC or antenna violations. From synthesis to final layout, the design area changed by 6.05%. The synthesized netlist occupies a cell area of 71100 um2. The post-synthesis chip area from yosys came out at 71100 um2. The root buffer cell chosen for the clock tree is clkbuf_16.

The number of buffers between clock root and the deepest sink is 2. The worst min-delay path category is register to register. Entering global routing, the biggest net connects 55 pins. The synthesis report gives the async set-or-reset register share as 0.0254. The overall chip area is 144000 um2. The number of standard-cell rows in the floorplan is 137. The post-route non-filler standard cell count came out at 9172.

The count of unique library cells instantiated by Yosys is 64. The total count of hold-check failures in the final report came out at 0. Of the available clock period, the critical path in the final layout requires 0.591. Buffers inserted during clock tree synthesis total 17. The mean instance size in the synthesized netlist came out at 9.64 um2.

The capture point of the worst reg-to-reg path is mac_result[0][60]. The count of TritonRoute iterations in the first routing pass is 5. The highest attainable clock frequency is 92.9 MHz. STA classifies the critical path startpoint as a register. The register bit total from synthesis came out at 197. Per the layout area report, the combinational gate area comes to 56800 um2. For this run, the register share of the synthesized area comes to 0.0829. Per the final layout report, the fraction of cells sized above drive strength 1 comes to 0.0267. The remaining number of nets flagged by the antenna check after routing came out at 0. The script logs the ratio of routed vias to standard cells as 5.17. The weighted congestion at the end of routability-driven global placement came out at 1.07. The number of post-CTS setup repair buffers is 0. The data arrival time of the worst path is 11.08 ns. The top fanout value on the critical path is 38. The layout report lists the combined flip-flop and latch area as 5900 um2.

The insertion delay at the late pin of the worst-skew pair came out at 0.58 ns. The setup TNS after final layout came out at 0 ns. The HPWL reported at the end of detailed placement came out at 164 mm. The remaining global-route overflow came out at 0. The first global-routing pass estimated 319 mm of wire.

The number of buffers inserted for hold repair after clock tree synthesis is 0. In the setup report, the worst path falls into the class register to register. The post-placement cell area came out at 74700 um2.

The worst slack on hold paths is 0.505 ns. The worst flop-to-flop path startpoint is weight_reg[3][1]. The clock period could shrink to 10.76 ns. Once layout is done, the placed cells without fillers occupy 75400 um2. The number of max-slew violations in the final report came out at 0.

The total of warnings raised by yosys came out at 12. The floorplan core density came out at 0.507. The count of placed standard cells including taps is 9137. The violation tally from detailed-route iteration zero came out at 1819. The synthesized instance count came out at 7372.

The total number of vias is 47400. The number of buffers inserted by port buffering came out at 206. STA lists the startpoint of the worst hold path as state[0].

Sorting the synthesized cells by area gives the leading types as fa_1 (53%), inv_1 (9.3%), and2_1 (9.2%), edfxtp_1 (8.1%), nand2_1 (6.0%). The vertical die size is 379 um. The filler cells instantiated in the layout total 12600. The number of global-route vias before repair came out at 53200. The transition time of the tightest slew-check pin is 1.35 ns. The setup check on the worst reg-to-reg path leaves a slack of 7.44 ns. Of the post-synthesis cell area, the dominant cell type holds 0.534. The worst clock skew is 0.0271 ns. TritonRoute reported its final design rule violation total as 0. According to the timing report, the data required time at the worst endpoint equals 18.52 ns.

The headroom to the max-slew limit is 0.0958. The number of H-tree levels is 4. The detailed-route wire length per cell came out at 21.8 um. The number of synthesized flops with an enable pin is 192. The post-cts repair resize count is 0. In the synthesized netlist the dominant register cell turns out to be edfxtp_1. In the hold report, the worst path ends at state[0]. The clock-pin slew of the registers on the worst-case setup and hold paths came out at 0.09 ns.

The final number of setup-violating endpoints came out at 0. Looking at area per cell type in the netlist, the leader is fa_1. STA classifies the critical path endpoint as a register.

Setup repair after global routing left no endpoint under its margin. Per the OpenROAD floorplan log, the width of the die is 379 um. The number of cells in the yosys synthesis report came out at 7372. The clock net in this run drives a total of 197 sinks.

The number of antenna violations at the first check in global routing came out at 5. The routed wire length came out at 200 mm. The number of stages on the worst hold path came out at 2. For this design the top-level I/O count stands at 285. The placeable core region is 140000 um2. Summed over all routing layers, the global router reports a total usage of 0.329. The OpenROAD warning count is 93. The logic depth of the worst register-to-register path is 26. Per the run summary, max-cap violations total 0. TritonCTS built the clock tree.
area by class of cell:
class	count	share of cell area
diodes	3	0.0000996
clock buffers	18	0.00569
clock inverters	14	0.00239
inverters	1768	0.0881
multi-input cells	4957	0.754
flip-flops and latches	197	0.0783
well taps	1876	0.0311
repair buffers	339	0.0406
cell usage after synthesis, drive strengths merged (4+ instances only):
| cell type | instances |
|---|---|
| o41ai | 5 |
| nand2b | 6 |
| or2 | 4 |
| inv | 1768 |
| o21a | 8 |
| xor2 | 45 |
| o21ai | 37 |
| buf | 20 |
| clkbuf | 439 |
| dfrtp | 4 |
| xnor2 | 146 |
| and3 | 10 |
| a21oi | 78 |
| nor4 | 4 |
| nand2 | 1135 |
| edfxtp | 192 |
| nor3 | 10 |
| and2 | 1044 |
| nor2b | 11 |
| ha | 332 |
| o21bai | 15 |
| nand4 | 15 |
| a31oi | 11 |
| nand3 | 12 |
| a21o | 30 |
| nor2 | 60 |
| fa | 1897 |
how the worst max path moves through the flow:
stage | startpoint | end | slack [ns] | cells after the start
after CTS | weight_reg[3][1] | mac_result[0][60] | 7.86 | 26
after global routing | weight_reg[3][5] | mac_result[0][60] | 7.16 | 27
final | weight_reg[3][1] | mac_result[0][60] | 7.44 | 26
stage by stage:
stage | utilization | worst slack [ns]
2_1_floorplan | - | 9.86
6_report | 0.537 | 7.44
3_5_place_dp | 0.533 | 7.90
5_1_grt | 0.537 | 7.16
3_3_place_gp | 0.533 | 7.91
4_1_cts | 0.537 | 7.86
kinds of logic (layout without fill, tap and decap cells):
family                     Yosys count  in the layout  synth area share
and+or+nand+nor                   2316           2316             0.162
adders and majority gates         2229           2229             0.593
buffers and inverters             2227           2139             0.118
AOI/OAI and AO/OA                  211            211            0.0204
DFF                                197            197            0.0829
xor gates and xnor gates           191            191            0.0235
other                                1             13         0.0000528
placed cells by master (no fill, tap or decap), types with 4 or more instances in the layout:
master	netlist	layout
a21oi_2	4	4
ha_1	332	332
xor2_1	45	45
nand2b_1	6	6
edfxtp_1	192	192
a31oi_1	11	11
o21ai_0	28	28
nand4_1	15	15
conb_1	1	10
nand2_1	1134	1134
xnor2_1	146	146
buf_4	11	133
and2_1	1044	1044
nor2b_1	11	11
nand3_1	12	12
fa_1	1897	1897
clkbuf_16	0	17
and3_1	10	10
inv_1	1768	1767
o21a_1	8	8
inv_8	0	5
nor2_1	60	60
nor3_1	9	9
clkdlybuf4s50_1	0	206
o21bai_1	15	15
a21o_1	30	30
o21ai_1	7	7
a21oi_1	74	74
critical path, stage by stage, from the launching register on:
cell and delay [ns]:
edfxtp_1 0.33, buf_4 0.33, buf_4 0.55, nand2_1 0.17
fa_1 0.57, inv_1 0.05, fa_1 0.48, fa_1 0.59
fa_1 0.45, fa_1 0.51, inv_1 0.05, fa_1 0.47
inv_1 0.05, fa_1 0.48, fa_1 0.57, fa_1 0.43
fa_1 0.44, ha_1 0.45, and3_1 0.29, and2_1 0.25
nand3_1 0.30, a31oi_1 1.07, o311ai_2 0.41, o41a_4 0.58
nor3_1 0.24, o22ai_1 0.15, xnor2_1 0.17
metal layers:
layer  GRT usage  up-vias  share of wire
li1            -    20700              -
met1       0.489    24400           0.39
met2       0.442     2168           0.42
met3       0.218      211           0.17
met4      0.0497        8          0.020
met5     0.00892        -        0.00083
