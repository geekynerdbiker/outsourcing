==> /design/flow/config.mk <==
export PLATFORM = sky130hd
export DESIGN_NAME = SRAM
export DESIGN_NICKNAME = SRAM
export VERILOG_FILES = /design/flow/design.v
export SDC_FILE = /design/flow/constraint.sdc
export NUM_CORES = 4
export LEC_CHECK = 1
export CORE_UTILIZATION = 30
==> /design/flow/constraint.sdc <==
current_design SRAM

set clk_period 10.5
set clk_io_pct 0.2

create_clock -name clk0 -period $clk_period [get_ports {CLK}]

set non_clock_inputs [all_inputs -no_clocks]
set_input_delay [expr $clk_period * $clk_io_pct] -clock clk0 $non_clock_inputs
set_output_delay [expr $clk_period * $clk_io_pct] -clock clk0 [all_outputs]
==> /design/flow/design.v <==
module SRAM #(parameter BW = 64, AW = 3, ENTRY = 8, WRITE = 0, MEM_FILE="mem.hex") (
    input    wire                CLK,
    input    wire                CSN,     
    input    wire    [AW-1:0]    A,       
    input    wire                WEN,     
    input    wire    [BW-1:0]    DI,      
    output   wire    [BW-1:0]    DOUT     
);
    parameter    ATIME    = 2;
    reg        [BW-1:0]    ram[0:ENTRY-1];
    reg        [BW-1:0]    outline;
    initial begin
	    if(WRITE>0)
		    $readmemh(MEM_FILE, ram);
    end
    always @ (posedge CLK)
    begin
        if (~CSN)
        begin
            if (WEN)    outline    <= ram[A];
            else        ram[A]    <= DI;
        end
    end
    assign    #(ATIME)    DOUT    = outline;
endmodule
==> /design/flow/run.sh <==
#!/bin/bash
# OpenROAD 26Q1-2900-gdf79404cd8, Yosys 0.63+post, stock flow scripts
make -C /OpenROAD-flow-scripts/flow DESIGN_CONFIG=/design/flow/config.mk WORK_HOME=/design/flow/orfs finish
==> ci_impl_report.md <==
## PnR job results

| Metric | Value |
|---|---|
| Run status | `finished clean` |
| Main flop type | `edfxtp_1` |
| Crit. Startpoint | `CSN` |
| First-pass GRT wire length | `approximately 66,000 microns` |
| Worst setup path class | `in -> reg` |
| Reg2reg end | `outline[20]` |
| 1st-iter DRT viols | `483` |
| DIE HEIGHT | `approximately 270 microns` |
| Slew Viols, Final | `0` |
| Wire per inst | `22.2 microns` |
| Synthesized registers | `~580` |
| CP startpoint kind | `primary input` |
| Crit path max fanout | `30` |
| Fin crit share | `0.401` |
| Detail Route Antenna Nets | `0` |
| Antenna violations before repair | `10` |
| Vias | `roughly 9,100` |
| Leak Pwr | `8.21 nW` |
| Residual DRC count | `0` |
| Area after DPL | `24,000 sq um` |
| Clock transition at the registers of the reported paths | `0.06 ns` |
| Crit. End Element | `register` |
| R2R setup slack | `slightly above 9 ns` |
| Die span in x | `approximately 270 microns` |
| Fp util | `0.305` |
| Unique cell types | `19` |
| RSZ-0062 raised after global routing | `false` |
| Final tally of hold violations | `0` |
| Hold buffers post-CTS | `0` |
| Critical path required time | `~11 ns` |
| Cell with the most instances after synthesis | `edfxtp_1` |
| # port buffers | `between 100 and 150` |
| Fin area | `roughly 26,000 sq um` |
| VDD IR max | `about 140 uV` |
| Antenna diode count | `0` |
| Area growth from synthesis to layout | `20.2%` |
| Top cells by area, synth | `edfxtp_1, mux4_2, mux2_4` |
| DPL Wire Length | `between 20,000 and 30,000 microns` |
| Final Setup Violations | `0` |
| WP data arrival | `between 4 and 5 ns` |
| FF-to-FF path depth | `2` |
| Fin util | `0.367` |
| FP Rows | `a little under 100` |
| Layout cell share with drive strength beyond 1 | `0.279` |
| # clock sinks | `576` |
| Total Power | `~4.8 mW` |
| Worst-Margin Slew | `0.762 ns` |
| Deepest clock path buffer count | `3` |
| Core area | `~71,000 sq um` |
| Vias in the first global route | `10,223` |
| Via-to-Cell Ratio | `~4.6` |
| CTS Buf Count | `58` |
| F_max | `0.238 GHz` |
| Max-cap viol count | `0` |
| Routability congestion estimate | `0.782` |
| Reg2reg start | `ram[1][20]` |
| CTS tree | `built` |
| Area leader, netlist | `edfxtp_1` |
| Skew-Pair Late Insertion Delay | `between 0.6 and 0.7 ns` |
| Top post-synthesis cells by count | `edfxtp_1, mux4_2, mux2_4` |
| DRT Wirelength | `roughly 44,000 microns` |
| Gr usage total | `0.132` |
| H-tree depth | `2` |
| Worst Skew | `approximately 0.019 ns` |
| Largest net degree at the start of global routing | `67` |
| CTS root buffer | `clkbuf_16` |
| Synthesis area per yosys | `around 22,000 sq um` |
| CTS resizes | `0` |
| Dominant cell area share | `0.803` |
| Worst Setup EP | `ram[6][0]` |
| Seq/Total Area, Yosys | `0.803` |
| Yosys warnings | `1` |
| Worst hold path class | `reg -> reg` |
| Power per standard cell area | `approximately 190 nW/um^2` |
| Die area | `72,900 sq um` |
| Post-synth EDFFs | `576` |
| Mapped Cells | `828` |
| Average size of a mapped cell | `about 26 sq um` |
| Fill count | `around 6,200` |
| Tool warnings | `25` |
| Sum Neg Setup Slack | `0 ns` |
| DRT Pass-1 Iters | `4` |
| FFs w/ async S/R, synth | `0` |
| Synth Cell Area | `between 20,000 and 25,000 sq um` |
| Total gr overflow | `0` |
| Top Ports | `about 130` |
| Setup Fix Bufs, Post-CTS | `0` |
| Worst slew margin | `0.491` |
| Post-layout min period | `~4.2 ns` |
| Yosys cell count | `roughly 830` |
==> layer usage <==
layer	GRT usage	share of wire
met5	0	0.0028
met1	0.166	0.37
met3	0.0756	0.12
met2	0.207	0.50
met4	0.0230	0.019
==> critical path, cell delays in order <==
cell,delay (ns)
clkdlybuf4s50_1,0.50
nor2_1,0.16
nand2_1,0.24
nor2_4,0.32
buf_4,0.49
buf_4,0.59
==> worst min-delay path by stage <==
| stage | from | endpoint | slack [ns] | depth (start not counted) |
|---|---|---|---|---|
| CTS | ram[6][62] | outline[62] | 0.66 | 2 |
| global route | ram[2][62] | outline[62] | 0.71 | 2 |
| finish | ram[2][62] | outline[62] | 0.65 | 2 |
==> state kept, by name, summed over array words and instances (netlist names) <==
name,count
ram,512
outline,64
==> cell families after synthesis <==
group,share of synthesized area
AND/OR/NAND/NOR,0.00418
flip-flops,0.803
AND-OR/OR-AND,0.000929
buffers and inverters,0.0132
multiplexers,0.179
==> metrics by stage <==
| stage | instances | setup WS, ns | hold slack [ns] |
|---|---|---|---|
| detailed placement | 1889 | 5.62 | 0.644 |
| finish | 1995 | 6.29 | 0.653 |
| CTS | 1995 | 6.27 | 0.658 |
| global placement | 1889 | 5.65 | 0.666 |
| global route | 1995 | 6.17 | 0.709 |
| floorplan | 828 | 2.72 | 0.616 |
==> where the power goes <==
group	switching, mW	leakage (nW)	internal (mW)
combinational	0.109	2.09	0.128
clock	0.834	0.901	1.17
sequential	0.0142	5.23	2.59
total	0.958	8.21	3.89
==> placed cells by master, fill, tap and decap left out, drive strengths merged, types with 3 or more instances in the layout <==
master | Yosys | layout
edfxtp | 576 | 576
clkdlybuf4s50 | 0 | 130
mux4 | 126 | 126
clkbuf | 14 | 69
mux2 | 63 | 63
buf | 24 | 29
clkinv | 0 | 26
nor2 | 7 | 7
bufinv | 0 | 6
mux2i | 3 | 3
nand2b | 3 | 3
nand2 | 3 | 3
inv | 0 | 3
==> layout make-up <==
type / instances / area, sq um / area share
flip-flops and latches: 576 / 17300 / 0.668
multi-input cells: 214 / 4020 / 0.155
repair buffers: 159 / 1550 / 0.0597
clock buffers: 69 / 1510 / 0.0585
well taps: 940 / 1180 / 0.0454
clock inverters: 37 / 340 / 0.0131
Power and IR drop assume default switching activity.
