<file path="/design/flow/config.mk">
export PLATFORM = sky130hd
export DESIGN_NAME = cla16
export DESIGN_NICKNAME = cla16
export VERILOG_FILES = /design/flow/design.v
export SDC_FILE = /design/flow/constraint.sdc
export NUM_CORES = 4
export LEC_CHECK = 1
export CORE_AREA = 10 10 91 91
export DIE_AREA = 0 0 101 101
</file>
<file path="/design/flow/run.sh">
#!/bin/bash
# OpenROAD 26Q1-2900-gdf79404cd8, Yosys 0.63+post, stock flow scripts
make -C /OpenROAD-flow-scripts/flow DESIGN_CONFIG=/design/flow/config.mk WORK_HOME=/design/flow/orfs finish
</file>
<file path="/design/flow/constraint.sdc">
current_design cla16

set clk_period 6.3
set clk_io_pct 0.2

create_clock -name clk0 -period $clk_period

set non_clock_inputs [all_inputs -no_clocks]
set_input_delay [expr $clk_period * $clk_io_pct] -clock clk0 $non_clock_inputs
set_output_delay [expr $clk_period * $clk_io_pct] -clock clk0 [all_outputs]
</file>
<file path="/design/flow/design.v">
`timescale 1ns / 1ps
module cla16(A, B, Cin, sum, Cout, P1, G1);
    input [15:0] A;
    input [15:0] B;
    input Cin;
    output [15:0] sum;
    output Cout;
    output G1;
    output P1;
    wire Cin;
    wire [3:0] G;
    wire [3:0] P;
    wire [3:1] C;
    cla_logic CarryLogic2 (G[3:0], P[3:0], Cin, C[3:1], Cout, P1, G1);
    cla4 u0 (A[3:0], B[3:0], Cin, sum[3:0], P[0], G[0]);
    cla4 u1 (A[7:4], B[7:4], C[1],  sum[7:4], P[1], G[1]);
    cla4 u2 (A[11:8], B[11:8], C[2], sum[11:8], P[2], G[2]);
    cla4 u3 (A[15:12], B[15:12], C[3], sum[15:12], P[3], G[3]);
endmodule
`timescale 1ns / 1ps
module cla4(A, B, Cin, sum, P0, G0);
   input [3:0] A;
   input [3:0] B;
   input Cin;
   output [3:0] sum;
   output G0;
   output P0;
   wire Cin;
   wire [3:0] G;
   wire [3:0] P;
   wire [3:1] C;
   cla_logic CarryLogic (G, P, Cin, C, Co, P0, G0);
   pfa FA0 (A[0], B[0], Cin, G[0], P[0], sum[0]);
   pfa FA1 (A[1], B[1], C[1], G[1], P[1], sum[1]);
   pfa FA2 (A[2], B[2], C[2], G[2], P[2], sum[2]);
   pfa FA3 (A[3], B[3], C[3], G[3], P[3], sum[3]);
endmodule
`timescale 1ns / 1ps
module cla_logic (G, P, Cin, C, Cout, P0, G0);
   input [3:0] G;
   input [3:0] P;
   input Cin;
   output [3:1] C;
   output Cout;
   output G0;
   output P0;
   wire G_temp;
   wire P_temp;
   assign C[1] = G[0] | (P[0] & Cin);
   assign C[2] = G[1] | (P[1] & G[0])| (P[1] & P[0] & Cin);
   assign C[3] = G[2] | (P[2] & G[1]) | (P[2] & P[1] & G[0])| (P[2] & P[1] & P[0] & Cin);
   assign P_temp = P[3] & P[2] & P[1] & P[0];
   assign G_temp = G[3] | (P[3] & G[2]) | (P[3] & P[2] & G[1]) | (P[3] & P[2] & P[1] & G[0]);
   assign Cout = G_temp | (P_temp & Cin);
   assign P0 = P_temp;
   assign G0 = G_temp;
endmodule
`timescale 1ns / 1ps
module pfa(A, B, Cin, G, P, sum);
   input A;
   input B;
   input Cin;
   output G;
   output P;
   output sum;
   wire P_int;
   assign G = A & B;
   assign P = P_int;
   assign P_int = A ^ B;
   assign sum = P_int ^ Cin;
endmodule
</file>
==> ci_impl_report.md <==
## Implementation flow summary

| Metric | Value |
|---|---|
| Max IR drop VDD | `about 0.000037 V` |
| Worst Hold Class | `input port to output pin` |
| Largest net degree at the start of global routing | `7` |
| Worst Tran Pin Value | `between 300 and 400 ps` |
| Critical Path Slowest Stage Cell | `clkdlybuf4s50_1` |
| Final worst path period share | `between 80 and 90%` |
| Main logic family after synthesis | `adder cells` |
| Compound-Gate Fraction of Synth Area | `around a quarter` |
| Yosys simple share | `between 10% and 20%` |
| Die Wd | `about 100 µm` |
| Routed via count | `883` |
| WL/cell | `about 12 µm` |
| Row Count | `29` |
| Fmax | `just under 0.2 GHz` |
| Required time of the critical path | `5040 ps` |
| Minimum clock period | `5100 ps` |
| Crit Path Category | `input port to output pin` |
| DRT iter0 DRCs | `20` |
| Hpwl dp | `about 2600 µm` |
| Crit-path most repeated cell | `clkdlybuf4s50_1` |
| Number of vias per cell | `between 3 and 4` |
| Core area | `around 0.0063 mm²` |
| CP arrival | `3840 ps` |
| CP Capture Type | `output pin` |
| Status | `completed` |
| FF+latch area | `0 µm²` |
| Die area | `slightly above 0.01 mm²` |
| Global-route wire length before repair | `approximately 4500 µm` |
| Chip Area, Yosys | `~900 µm²` |
| Share of post-route cells with drive strength above 1 | `a little over 4%` |
| Critical path startpoint category | `input port` |
| DRC viols | `0` |
| Fin. Hold Viols | `0` |
| Final setup fails | `0` |
| Die Ht | `101 µm` |
| Port Buffers | `about 52` |
| Final wirelength | `around 2800 µm` |
| OpenROAD warnings | `32` |
| CTS resizes | `0` |
| Distinct lib cells | `33` |
| Commonest Layout Cell | `clkdlybuf4s50_1` |
| Syn_area_per_cell | `around 8.1 µm²` |
| Syn Inst Count | `113` |
| RSZ-0062 raised after global routing | `no` |
| Post-CTS Hold Buffers | `0` |
| First drt pass iteration count | `3` |
| Final Max Tran Viols | `0` |
| Routability cong. | `between 0.7 and 0.8` |
| Vias in the first global route | `around 940` |
| Leak pwr | `roughly 0.57 nW` |
| Ant. Diodes | `0` |
| Placed instance area | `between 0.001 and 0.0015 mm²` |
| TNS Setup | `0 ps` |
| Rel. slew slack | `about 77%` |
| Clock buffer cells | `0` |
| Post-DRT Antenna Nets | `0` |
| Syn Std Cell Area | `~900 µm²` |
| Yosys cell count | `~110` |
| Layout area overhead | `54.0%` |
| # Post-CTS Setup Buffers | `0` |
| Cell Chain, Critical Path | `clkdlybuf4s50_1 -> ha_1 -> a21oi_1 -> o21ai_1 -> a211oi_1 -> and2_4 -> fa_1 -> inv_1 -> clkdlybuf4s50_1` |
| Largest fanout on the critical path | `6` |
| Most frequent cells in the layout | `clkdlybuf4s50_1, ha_1, inv_1` |
| CP max stage delay | `around 450 ps` |
| Power Density | `between 100 and 150 mW/mm²` |
| Xor/xnor share | `between 10% and 20%` |
| Flops | `0` |
| Gr ovfl total | `0` |
| Post-synthesis adder-cell area fraction | `between 30% and 40%` |
| Initial antenna violation count | `0` |
| Seq share, synth | `0%` |
| Pre-Place Util | `~14%` |
| Multiplexer share | `0%` |
| Ys Warns | `1` |
| Max-Cap Viols | `0` |
| Ports | `~52` |
| Fin area | `0.00142 mm²` |
| Total GRT Usage | `between 5 and 6%` |
-- critical path: cells and delay by family --
kind	cells	cell delay, ps
AOI/OAI and AO/OA	3	660
and+or+nand+nor	1	230
adders and majority gates	2	780
buffers and inverters	3	910
-- cell families (layout without fill, tap and decap cells) --
logic type | Yosys count | count (layout)
AND-OR/OR-AND | 31 | 31
XOR/XNOR | 11 | 11
adder cells (fa/ha/maj) | 20 | 20
buffers and inverters | 28 | 64
AND/OR/NAND/NOR | 23 | 23
-- cell usage after synthesis, types with 2 or more instances --
library cell	instances	share of area, %
ha_1	16	22
nand3_1	4	2.2
a211oi_1	2	1.6
and4_1	2	1.9
a311oi_1	2	1.9
buf_4	16	13
nand2_1	2	0.82
inv_1	12	4.9
fa_1	4	8.7
a21oi_1	11	6.0
o21ai_0	2	1.1
xnor2_1	8	7.6
xor2_1	3	2.9
a21o_1	4	3.3
nor2_1	4	1.6
nand4_1	4	2.7
-- through the flow --
step	utilization [%]	hold slack [ps]	power, mW	setup WS, ps	cells
after floorplan	-	2580	0.0915	2130	113
after global placement	22.3	3620	0.146	1190	226
after detailed placement	22.3	3630	0.147	1180	226
after CTS	22.3	3630	0.148	1170	226
after global routing	22.3	3650	0.161	1010	226
final	22.3	3600	0.143	1200	226
-- final cells by class --
class,count,area (µm²)
fillers,678,4930
repair buffers,52,520
well taps,77,96.3
inverters,12,45.0
multi-input cells,85,754
-- layer usage --
| metal | wire length, µm | part of all wire (%) | global-route usage [%] |
|---|---|---|---|
| met4 | 0 | 0 | 0 |
| met1 | 1240 | 45 | 6.69 |
| met3 | 295 | 11 | 2.08 |
| met2 | 1240 | 45 | 8.85 |
| met5 | 0 | 0 | 0 |
-- report_power, final --
part,leakage [nW],internal [mW],switching [mW]
logic,0.569,0.0914,0.0513
clock network,0,0,0
registers,0,0,0
total,0.569,0.0914,0.0513
-- final timing paths --
path,start,to,slack [ps],cells after the start
min,Cin,Cout,3600,3
max,A[5],sum[12],1200,9
Power is estimated from default activity; no workload was simulated.
